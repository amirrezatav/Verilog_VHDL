===== ./config.mk =====
export PLATFORM = sky130hd
export DESIGN_NAME = Rigester
export DESIGN_NICKNAME = Rigester
export VERILOG_FILES = /design/flow/design.v
export SDC_FILE = /design/flow/constraint.sdc
export NUM_CORES = 4
export LEC_CHECK = 1
export CORE_AREA = 10 10 80 80
export DIE_AREA = 0 0 90 90

===== ./constraint.sdc =====
current_design Rigester

set clk_period 2.9
set clk_io_pct 0.2

create_clock -name clk0 -period $clk_period [get_ports {clk}]

set non_clock_inputs [all_inputs -no_clocks]
set_input_delay [expr $clk_period * $clk_io_pct] -clock clk0 $non_clock_inputs
set_output_delay [expr $clk_period * $clk_io_pct] -clock clk0 [all_outputs]

===== ./design.v =====
module Rigester(
    input wire clk,
    input wire[0:3] sel,
    input wire[0:3] PIn,
    input wire SIn,
    output reg[0:3] POut,
    output reg SOut
);
reg [0:3] temp;
always @(posedge clk ) begin
   case (sel)
       0 : begin  
            SOut = temp[3];
            temp[3] = temp[2];
            temp[2] = temp[1];
            temp[1] = temp[0];
            temp[0] = SIn;
       end
       1 : begin  
            POut = temp;
            temp[3] = temp[2];
            temp[2] = temp[1];
            temp[1] = temp[0];
            temp[0] = SIn;
       end
       2 : begin  
            SOut=temp[3];
            temp = PIn;
       end
       3 : begin  
            POut = temp;
            temp = PIn;
       end
       4 : begin  
            temp = ~temp;
       end
       5 : begin  
            temp = (~temp)+1;
       end
       6 : begin  
            temp = temp+1;
       end
       7 : begin  
            temp = temp-1;
       end
       8 : begin  
            temp[3] = temp[0];
            temp[2] = temp[3];
            temp[1] = temp[2];
            temp[0] = temp[1];
       end
       9 : begin  
            temp[3] = temp[2];
            temp[2] = temp[1];
            temp[1] = temp[0];
            temp[0] = temp[3];       
       end
       10 : begin  
            temp = temp>>>1;
       end
       11 : begin  
             temp = temp<<<1;
       end
       12 : begin  
             POut = temp;
       end
   endcase
end
endmodule

===== ./run.sh =====
#!/bin/bash
# OpenROAD 26Q1-2900-gdf79404cd8, Yosys 0.63+post, stock flow scripts
make -C /OpenROAD-flow-scripts/flow DESIGN_CONFIG=/design/flow/config.mk WORK_HOME=/design/flow/orfs finish

==> report_table.html <==
<h2>Implementation results</h2>
<table>
<tr><th>Metric</th><th>Value</th></tr>
<tr><th colspan="2">Run status</th></tr>
<tr><td>Outcome</td><td>completed</td></tr>
<tr><th colspan="2">Die</th></tr>
<tr><td>Core footprint</td><td>4720 um2</td></tr>
<tr><td>Chip area</td><td>8100 um2</td></tr>
<tr><td>FP Core Util</td><td>15.3%</td></tr>
<tr><td>Boundary pin count</td><td>15</td></tr>
<tr><td>Row count</td><td>25</td></tr>
<tr><td>Die extent in x</td><td>90 um</td></tr>
<tr><td>Die extent in y</td><td>90 um</td></tr>
<tr><th colspan="2">Synth</th></tr>
<tr><td>Count of warnings emitted by yosys</td><td>1</td></tr>
<tr><td>Post-Syn Area</td><td>722 um2</td></tr>
<tr><td>Top logic family</td><td>AND-OR/OR-AND gates</td></tr>
<tr><td>Yosys adder share</td><td>3.47%</td></tr>
<tr><td>Syn_area_per_cell</td><td>8.59 um2</td></tr>
<tr><td>Cell type with the highest aggregate area in the netlist</td><td>sky130_fd_sc_hd__edfxtp_1</td></tr>
<tr><td>Yosys stat cell total</td><td>84</td></tr>
<tr><td>Sequential share of the synthesized area</td><td>37.4%</td></tr>
<tr><td>Cell Type Count</td><td>35</td></tr>
<tr><td>Area figure in the yosys stat output</td><td>722 um2</td></tr>
<tr><td>Simple-Gate Fraction of Synth Area</td><td>17.9%</td></tr>
<tr><td>Gate count of the mapped netlist</td><td>84</td></tr>
<tr><td>Dominant register cell in the synthesized netlist</td><td>sky130_fd_sc_hd__edfxtp_1</td></tr>
<tr><td>Flip-flops with a built-in enable</td><td>9</td></tr>
<tr><td>Commonest cells post-synth</td><td>sky130_fd_sc_hd__edfxtp_1, sky130_fd_sc_hd__nand2_1, sky130_fd_sc_hd__a21oi_1</td></tr>
<tr><td>Fraction of registers with async set or reset after synthesis</td><td>0%</td></tr>
<tr><td>XOR Share, Synth</td><td>6.07%</td></tr>
<tr><td>Fraction of post-synthesis cell area in the top cell type by area</td><td>37.4%</td></tr>
<tr><td>#FFs+latches synth</td><td>9</td></tr>
<tr><td>Fraction of synthesized area in multiplexers</td><td>0%</td></tr>
<tr><td>Leading cell types by total area after synthesis</td><td>sky130_fd_sc_hd__edfxtp_1, sky130_fd_sc_hd__a21oi_1, sky130_fd_sc_hd__xnor2_1</td></tr>
<tr><td>Complex Gates by Area</td><td>27.4%</td></tr>
<tr><th colspan="2">Power</th></tr>
<tr><td>Sw power</td><td>0.000120 W</td></tr>
<tr><td>Clock network power share</td><td>31.9%</td></tr>
<tr><td>Static Leakage</td><td>0.352 nW</td></tr>
<tr><td>Maximum ir drop on the vdd rail</td><td>0.133 mV</td></tr>
<tr><td>Share of power burned in registers</td><td>41.1%</td></tr>
<tr><td>Internal Dissipation</td><td>0.000321 W</td></tr>
<tr><td>Combinational fraction of design power</td><td>27.0%</td></tr>
<tr><td>Areal power density over the cells</td><td>436 nW/um2</td></tr>
<tr><td>Switching portion of total power</td><td>27.2%</td></tr>
<tr><th colspan="2">Final timing</th></tr>
<tr><td>Share of the cycle needed by the critical path after routing</td><td>78.4%</td></tr>
<tr><td>Max transition margin</td><td>71.5%</td></tr>
<tr><td>Final TNS setup</td><td>0 ns</td></tr>
<tr><td>Final Hold Violation Tally</td><td>0</td></tr>
<tr><td>Setup repair after global routing missed its margin</td><td>no</td></tr>
<tr><td>Final worst path period need</td><td>2.27 ns</td></tr>
<tr><td>Final setup violating endpoints</td><td>0</td></tr>
<tr><td>Peak Freq</td><td>440 MHz</td></tr>
<tr><td>Final number of max-transition violations</td><td>0</td></tr>
<tr><td>Final worst clock skew</td><td>0.000283 ns</td></tr>
<tr><td>Actual slew at the worst max-slew pin</td><td>0.427 ns</td></tr>
<tr><th colspan="2">CTS</th></tr>
<tr><td>TritonCTS Buffers</td><td>3</td></tr>
<tr><td>Cell resize tally after clock tree synthesis</td><td>0</td></tr>
<tr><td>Clock tree root driver cell</td><td>sky130_fd_sc_hd__clkbuf_8</td></tr>
<tr><td>Number of buffers inserted for hold repair after clock tree synthesis</td><td>0</td></tr>
<tr><td>CTS sink count</td><td>9</td></tr>
<tr><td>Maximum buffer depth of the clock tree</td><td>2</td></tr>
<tr><td>Clk latency late pin</td><td>0.23 ns</td></tr>
<tr><td>H-tree lvl count</td><td>1</td></tr>
<tr><td># Post-CTS Setup Buffers</td><td>0</td></tr>
<tr><td>Clock tree from TritonCTS</td><td>built</td></tr>
<tr><td>Clock-pin slew reported for the worst setup and hold paths after clock tree synthesis</td><td>0.04 ns</td></tr>
<tr><th colspan="2">Drt</th></tr>
<tr><td>Final antenna-violating net count</td><td>0</td></tr>
<tr><td>Total number of vias</td><td>680</td></tr>
<tr><td>First drt pass iteration count</td><td>4</td></tr>
<tr><td>Total Routed Length</td><td>1730 um</td></tr>
<tr><td>Routed via count divided by cell count</td><td>4.00</td></tr>
<tr><td>Total inserted antenna cells</td><td>0</td></tr>
<tr><td>Routed wire per std cell</td><td>10.2 um</td></tr>
<tr><td>Post-route DRC violation count</td><td>0</td></tr>
<tr><td>Starting DRT DRC Count</td><td>55</td></tr>
<tr><th colspan="2">Critical path</th></tr>
<tr><td>Type of the setup path with the least slack</td><td>primary input to register</td></tr>
<tr><td>Data arrival time of the worst path</td><td>2.24 ns</td></tr>
<tr><td>Type of element capturing the critical path</td><td>register</td></tr>
<tr><td>Type of element launching the critical path</td><td>primary input</td></tr>
<tr><td>Largest fanout on the critical path</td><td>13</td></tr>
<tr><td>Worst EP required</td><td>2.86 ns</td></tr>
<tr><th colspan="2">Place</th></tr>
<tr><td>RD Place Congestion</td><td>0.882</td></tr>
<tr><td>Placed wire-length estimate after detailed placement</td><td>1370 um</td></tr>
<tr><td>Placed insts</td><td>166</td></tr>
<tr><td>Number of input and output port buffers inserted</td><td>14</td></tr>
<tr><th colspan="2">Finish</th></tr>
<tr><td>Fraction of final layout cells sized beyond drive strength 1</td><td>13.6%</td></tr>
<tr><td>Cell Count, Final, Fillers Out</td><td>170</td></tr>
<tr><td>Number of inserted filler cells in the final layout</td><td>517</td></tr>
<tr><td>Synth-to-Final Area Change</td><td>39.9%</td></tr>
<tr><th colspan="2">GRT</th></tr>
<tr><td>Number of global-route vias before repair</td><td>620</td></tr>
<tr><td>Pin count of the biggest net entering global routing</td><td>14</td></tr>
<tr><td>Total congestion overflow</td><td>0</td></tr>
<tr><td>Overall Global Routing Usage</td><td>4.39%</td></tr>
<tr><td>First-pass GRT wire length</td><td>2990 um</td></tr>
<tr><td>Initial antenna violation count</td><td>0</td></tr>
<tr><th colspan="2">Worst hold path</th></tr>
<tr><td>Type of the most critical hold path</td><td>register to register</td></tr>
<tr><th colspan="2">Flow run</th></tr>
<tr><td>Max-cap violations</td><td>0</td></tr>
<tr><td>Number of warnings in the stage logs</td><td>26</td></tr>
</table>
-- placed cells by master, fill, tap and decap left out, drive strengths merged --
master         count
clkdlybuf4s50     14
nor2               5
ha                 2
a311oi             1
o31ai              2
nor2b              1
xor2               1
a221o              1
o22ai              1
or3                2
edfxtp             9
o21ai              5
a31oi              2
nand2b             1
inv                6
xnor2              4
nand3              2
o21a               1
o2bb2ai            2
buf                7
a21oi              8
o311ai             1
nor3               4
or3b               1
nor4               1
a211oi             1
a32oi              1
clkbuf             4
a2bb2oi            1
o211ai             2
nand2             10
-- cell type report --
cell class | instances | area, um2 | area share [%]
multi-input cells | 63 | 395 | 39.2
repair buffers | 21 | 193 | 19.1
inverters | 6 | 22.5 | 2.23
flip-flops and latches | 9 | 270 | 26.8
well taps | 67 | 83.8 | 8.30
clock buffers | 4 | 45.0 | 4.46
-- logic make-up (layout without fill, tap and decap cells) --
kind of cell    count (synthesis)  count (layout)
simple gates                   27              27
fa+ha+maj                       2               2
compound gates                 29              29
xor+xnor                        5               5
buf+inv                        12              31
flops                           9               9
-- critical path, stage by stage --
cell and delay (ns):
sky130_fd_sc_hd__clkdlybuf4s50_1 0.73, sky130_fd_sc_hd__or3b_1 0.19, sky130_fd_sc_hd__o311ai_1 0.12, sky130_fd_sc_hd__or3_1 0.38, sky130_fd_sc_hd__a21oi_1 0.18, sky130_fd_sc_hd__a311oi_2 0.05
-- state kept, by name (all words and copies together), names as in the netlist --
name and count:
POut 4, SOut 1, temp 4
-- layer usage --
| layer | GRT usage, % | up-vias | wire, um |
|---|---|---|---|
| met5 | 0 | - | 0 |
| met4 | 0.398 | 0 | 9 |
| met3 | 1.93 | 2 | 150 |
| met2 | 5.81 | 26 | 663 |
| met1 | 6.59 | 300 | 905 |
| li1 | - | 352 | - |
-- power groups by stage --
stage | registers (W) | logic (W) | clock network, W
CTS | 0.000181 | 0.000120 | 0.000144
global route | 0.000184 | 0.000135 | 0.000155
finish | 0.000181 | 0.000119 | 0.000141
-- stage by stage --
step	instance area [um2]	total power (W)	worst slack [ns]	util [%]	hold WS [ns]
CTS	1010	0.000444	0.645	21.4	0.639
finish	1010	0.000441	0.626	21.4	0.650
global placement	965	0.000304	0.406	20.4	0.641
global route	1010	0.000473	0.507	21.4	0.682
detailed placement	965	0.000302	0.401	20.4	0.627
floorplan	722	0.000259	1.09	-	0.558
-- worst paths after layout --
| kind | startpoint | to | slack, ns | cells after the start |
|---|---|---|---|---|
| max | sel[0] | temp[3] | 0.63 | 6 |
| min | temp[1] | POut[1] | 0.65 | 0 |
| max reg2reg | temp[3] | temp[2] | 1.16 | 7 |
| min reg2reg | temp[1] | POut[1] | 0.65 | 0 |
No activity file was given, so power comes from the tool's default toggle rates.
