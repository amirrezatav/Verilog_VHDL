==> flow/design.v <==
module DR(
    input wire [15:0] inreg,
    input clk,
    input clear,
    input load,
    input inc,
    input Read,
    output reg [15:0] outreg );
reg [15:0] temp ;
always @(posedge clk) begin
    if(clear)
        temp = 16'h0000;
    else if(load)
        temp = inreg;
    else if(inc)
        temp = temp + 1;
    else if(Read) begin
        outreg = temp;
    end
    if(!Read) begin
        outreg = 16'hzzzz;
    end
end
endmodule
==> flow/run.sh <==
#!/bin/bash
# OpenROAD 26Q1-2900-gdf79404cd8, Yosys 0.63+post, stock flow scripts
make -C /OpenROAD-flow-scripts/flow DESIGN_CONFIG=/design/flow/config.mk WORK_HOME=/design/flow/orfs finish
==> flow/config.mk <==
export PLATFORM = sky130hd
export DESIGN_NAME = DR
export DESIGN_NICKNAME = DR
export VERILOG_FILES = /design/flow/design.v
export SDC_FILE = /design/flow/constraint.sdc
export NUM_CORES = 4
export LEC_CHECK = 1
export CORE_UTILIZATION = 30
==> flow/constraint.sdc <==
current_design DR

set clk_period 2.6
set clk_io_pct 0.2

create_clock -name clk0 -period $clk_period [get_ports {clk}]

set non_clock_inputs [all_inputs -no_clocks]
set_input_delay [expr $clk_period * $clk_io_pct] -clock clk0 $non_clock_inputs
set_output_delay [expr $clk_period * $clk_io_pct] -clock clk0 [all_outputs]
==> flow_summary.yaml <==
# synthesis and place-and-route metrics
critical_path:
  rrSetupSlack_ns: 1.02
  crit_fanout: 9
  worstSetupEndpointType: "flop"
  cp.depth: 5
  cp_data_required_time_ns: 2.81
  crit_arrival_ns: 2.11
  cpLargestDelayFamily: "buffers and inverters"
  crit_chain: "clkdlybuf4s50_1 > nand3_1 > or3_1 > a21o_1 > a21oi_1"
  rr_worst_depth: 5
  cpPeakStageDelay_ns: 0.67
  worst_setup_path_start_kind: "input pin"
  crit_buf_inv: 1
  critical_path_class: "in -> reg"
  slowest_stage: "clkdlybuf4s50_1"
  reg2reg_from: "temp[0]$_SDFFE_PP0P_"
  r2r-end: "temp[12]$_SDFFE_PP0P_"
clock_network:
  clock_sinks: 32
  numCtsBuffers: 5
  tritoncts: "done"
  hold_buffers: 0
  worstSkewPairLatency_ns: 0.28
  cts_root_buf: "clkbuf_8"
  clk_path_buf_depth: 2
  path_clk_slew_ns: 0.06
  htreeDepth: 2
  postCtsSetupBuffers: 0
  cts-resized-gates: 0
yosys:
  ys_seq_share_pct: 56.5
  synthesis.area_um2: 1420
  ys_cells: 128
  ys_sh_adder_pct: 0.883
  simple_gate_share_pct: 14.2
  synth_cell_type_count: 28
  syn_avg_cell_area_um2: 11.1
  ys_area_um2: 1420
  largest_area_cell: "edfxtp_1"
  top_area_share_pct: 33.9
  netlist_instances: 128
  ys_top_logic_family: "simple AND/OR/NAND/NOR gates"
  aoi_share_pct: 11.3
  ys_sh_xor_pct: 8.66
  yosysWarnings: 2
  ys_sh_mux_pct: 2.83
  ys.flops: 32
  area_leaders: "edfxtp_1 (34%), dfxtp_1 (23%), xor2_1 (4.9%), o21a_1 (4.8%), a21oi_1 (4.2%)"
run_status:
  outcome: "completed"
drt:
  drt-initial-drc-count: 42
  firstDrtPassIters: 20
  num_vias: 1034
  vias_per_cell: 4.70
  drc_errors: 0
  antenna_cells: 0
  avgRoutedWirePerCell_um: 11.9
  final_antenna_net_count: 0
  wirelength_um: 2620
final_timing:
  fin_skew_ns: 0.00661
  maxSlewViolCount: 0
  whs_ns: 0.468
  fmax_mhz: 528
  finalClockPeriodUsage_pct: 72.8
  worstMarginPinSlew_ns: 0.349
  hold_violations: 0
  period_minus_slack_ns: 1.89
  fin_setup_tns_ns: 0
  slew_headroom_pct: 76.5
  rsz0062_at_grt: "no"
  setup_viol: 0
  fin_ws_ns: 0.706
flow_run:
  maxCapViolCount: 0
  warnings: 25
floorplan:
  die_w_um: 70.7
  ioPinCount: 37
  rows: 24
  dieHeight_um: 70.7
  fp_util_pct: 31.9
  core_um2: 4440
  dieArea_um2: 5000
grt:
  grt.total_usage_pct: 11.3
  grt_pass1_wl_um: 4420
  grt_pass1_vias: 955
  grt_antenna_before_repair: 0
  globalRoute.totalOverflow: 0
  grt_max_degree: 30
worst_hold_path:
  min_to: "outreg[15]$_DFFE_PP_"
  hold_path_class: "reg -> reg"
  holdPathStages: 0
  hold_start: "temp[15]$_SDFFE_PP0P_"
place:
  place.gp.congestion: 0.822
  numPortBuffers: 36
  dp.cells: 212
  hpwl_um: 1850
  place_area_um2: 1830
  pre_cts_ws_ns: 0.424
power_and_ir_drop:
  ir_worst_vdd_mv: 0.177
  power_density_nw_per_um2: 561
  total_power_mw: 1.07
  leakagePower_nw: 0.735
finish:
  final_cells: 220
  fillers: 411
  post-route-util_pct: 43.1
  logic_area_um2: 542
  area_growth_pct: 35.2
  final_area_um2: 1910
  drive_gt1_share_pct: 8.93
  regArea_um2: 801
==> cell families (layout without fill, tap and decap cells) <==
kind of cell,Yosys count,count (layout)
xor gates and xnor gates,14,14
and+or+nand+nor,34,34
DFF,32,32
buffers and inverters,18,58
adders and majority gates,1,1
AOI/OAI and AO/OA,25,25
muxes,4,4
==> state kept, by name, indices dropped and copies added (netlist names) <==
signal and flops:
temp 16, outreg 16
==> layout make-up <==
type	instances	share of cell area (%)
clock inverters	3	0.719
flip-flops and latches	32	41.8
well taps	52	3.40
multi-input cells	78	28.3
inverters	11	2.16
clock buffers	5	3.59
repair buffers	39	20.0
==> cell usage in the layout, fill, tap and decap left out, types with 3 or more instances in the layout <==
cell,instances
clkdlybuf4s50_1,36
edfxtp_1,16
dfxtp_1,16
a21oi_1,12
inv_1,11
o21a_1,9
xor2_1,8
nor2_1,7
xnor2_1,6
nand4_1,5
nor4_1,5
clkbuf_8,5
nand3_1,4
nand2_1,4
nor3_1,4
mux2i_1,4
buf_4,3
==> cells in the mapped netlist, drive strengths merged <==
cell type and count:
buf 3, clkbuf 4, inv 11, mux2i 4, nor4 6, o21ai 1, edfxtp 16, nor2 7
nor3 4, ha 1, o31ai 2, dfxtp 16, nand2 4, xnor2 6, nand4 6, a21oi 12
xor2 8, a21o 1, or3 1, nand3 5, o21a 9, nand3b 1
==> where the power goes <==
| part | total (mW) | switching (mW) | internal (mW) | leakage [nW] |
|---|---|---|---|---|
| registers | 0.598 | 0.0281 | 0.570 | 0.299 |
| logic | 0.130 | 0.0450 | 0.0855 | 0.391 |
| clock network | 0.345 | 0.164 | 0.181 | 0.0453 |
| total | 1.07 | 0.237 | 0.837 | 0.735 |
==> worst register-to-register path, stage by stage, from the launching register on <==
cell and delay [ns]:
dfxtp_1 0.44, ha_1 0.23, nand2_1 0.14, nor4_1 0.36
xor2_1 0.12, o21a_1 0.18
==> per-layer routing <==
layer  vias up  GRT usage (%)  part of all wire [%]
met4         0           2.00                     0
met1       470           17.6                    49
met5         -              0                     0
met3         0           3.47                   6.4
li1        528              -                     -
met2        36           16.6                    44
==> worst max-delay path by stage <==
stage     start                     to  slack, ns
4_1_cts     inc  temp[12]$_SDFFE_PP0P_       0.72
5_1_grt     inc  temp[10]$_SDFFE_PP0P_       0.56
6_report    inc   temp[5]$_SDFFE_PP0P_       0.71
Power figures rest on the tool's default switching activity, not on a simulated workload.
