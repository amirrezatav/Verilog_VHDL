===== /design/flow/design.v =====
module AR(
    input wire [15:0] inreg,
    input clk,
    input clear,
    input load,
    input inc,
    input Read,
    output reg [15:0] outreg );
reg [15:0] temp ;
always @(posedge clk) begin
    if(clear)
        temp = 16'h0000;
    else if(load)
        temp = inreg;
    else if(inc)
        temp = temp + 1;
    else if(Read) begin
        outreg = temp;
    end
    if(!Read)
        outreg = 16'hzzzz;
end
endmodule

===== /design/flow/config.mk =====
export PLATFORM = sky130hd
export DESIGN_NAME = AR
export DESIGN_NICKNAME = AR
export VERILOG_FILES = /design/flow/design.v
export SDC_FILE = /design/flow/constraint.sdc
export NUM_CORES = 4
export LEC_CHECK = 1
export CORE_UTILIZATION = 30

===== /design/flow/constraint.sdc =====
current_design AR

set clk_period 4.4
set clk_io_pct 0.2

create_clock -name clk0 -period $clk_period [get_ports {clk}]

set non_clock_inputs [all_inputs -no_clocks]
set_input_delay [expr $clk_period * $clk_io_pct] -clock clk0 $non_clock_inputs
set_output_delay [expr $clk_period * $clk_io_pct] -clock clk0 [all_outputs]

===== /design/flow/run.sh =====
#!/bin/bash
# OpenROAD 26Q1-2900-gdf79404cd8, Yosys 0.63+post, stock flow scripts
make -C /OpenROAD-flow-scripts/flow DESIGN_CONFIG=/design/flow/config.mk WORK_HOME=/design/flow/orfs finish

==> GITHUB_STEP_SUMMARY <==
### Metrics collected by this job

| Metric | Value |
|---|---|
| Worst-path maximum fanout | 18 |
| Status | finished clean |
| Largest net degree at the start of global routing | 31 |
| Setup repair after global routing missed its margin | false |
| Die width | 70.7 um |
| Post-Syn Area | approximately 1400 um2 |
| Fill cells | approximately 420 |
| PD cells | 336 nW/um2 |
| Post-DP HPWL | 1.84 mm |
| Register area share after synthesis | between 50% and 60% |
| Die height | 70.7 um |
| DR DRC count | 0 |
| Syn avg cell area | around 11 um2 |
| Required time worst endpoint | about 4.4 ns |
| Cell Type Count | 28 |
| Wire length per cell | approximately 12 um |
| Worst skew pair latency | around 0.28 ns |
| Setup TNS | 0 ns |
| End of the critical path | outreg[8] |
| Worst flop-to-flop path endpoint | temp[12] |
| TritonCTS Sinks | 32 |
| Layout Cells excl Fill | between 200 and 250 |
| WP data arrival | around 2.7 ns |
| Core area | approximately 4400 um2 |
| Nature of the critical path startpoint | input port |
| Critical path capture point type | flip-flop |
| H-tree depth | 2 |
| Yosys cell count | ~130 |
| Setup CP Type | in2reg |
| Total track usage | roughly 11% |
| Setup bufs post-CTS | 0 |
| Final setup fails | 0 |
| CTS Buffer Depth | 2 |
| Top cells excl fill/tap | clkdlybuf4s50_1 (36), edfxtp_1 (16), dfxtp_1 (16), a21oi_1 (12), inv_1 (11) |
| Top cell excl fill/tap | clkdlybuf4s50_1 |
| Vias in the first global route | roughly 880 |
| TritonCTS clock tree | yes |
| Starting DRC count in detailed routing | around 68 |
| Max VDD drop | 0.129 mV |
| # diodes | 0 |
| Routed Antenna Nets | 0 |
| RD Place Congestion | roughly 0.76 |
| Final period utilization | roughly three fifths |
| Area growth syn-to-layout | 34.5% |
| F_max | about 380 MHz |
| Count of tool warnings | 25 |
| Yosys Warn Count | 2 |
| Placed Instances | 211 |
| Hold crit path type | reg2reg |
| Leakage Power | ~0.00072 uW |
| Vias per cell | 4.71 |
| Core Rows | 24 |
| Slew Limit Fails | 0 |
| Hold buffers post-CTS | 0 |
| Drt pass-1 iters | 20 |
| Resized cells post-CTS | 0 |
| PortBufs | 36 |
| Pin slew with the least headroom to its limit | approximately 0.7 ns |
| Final hold vios | 0 |
| First-pass GRT wire length | between 4 and 5 mm |
| Rel. slew slack | 53.8% |
| CTS Buf Count | 5 |
| Clk_skew | roughly 0.0065 ns |
| Die Area | 5000 um2 |
| Vias | approximately 1,000 |
| Root Driver | clkbuf_8 |
| Reg-to-Reg Start | temp[0] |
| Critical path origin | clear |
| Tmin final | roughly 2.7 ns |
| Antenna violations before repair | 0 |
| Yosys synthesis chip area | between 1000 and 1500 um2 |
| I/O pins | 37 |
| Share of cells above drive strength 1 | under 10% |
| R2R Setup Slk | 2.80 ns |
| Reg2Reg Depth | 5 |
| Grt ovf | 0 |
| Post-synthesis cell count | ~130 |
| Seq cells post-synth | 32 |
| Max Cap Violations | 0 |
| CTS clk-pin slew, worst paths | about 0.060 ns |
| WL final | ~2.7 mm |
| Initial Utilization | a little under a third |
-- routing by layer --
layer  GRT usage [%]  wire, um
met1            18.5      1310
met2            15.5      1180
met3            3.47       206
met4            1.78        27
met5               0         0
-- sequential cells by signal, summed over array words and instances, names as in the netlist --
signal,flops
outreg,16
temp,16
-- power by group --
part	switching, uW	internal (uW)	total [uW]
Sequential	16.4	337	353
Combinational	26.8	50.1	76.9
Clock	100	110	210
Total	143	497	640
-- worst min path at each step --
stage / startpoint / to / slack [ns] / cells after the start
final: temp[15] / outreg[15] / 0.47 / 0
after global routing: temp[15] / outreg[15] / 0.48 / 0
after CTS: temp[15] / outreg[15] / 0.47 / 0
-- worst max-delay path: stages --
cell             delay, ns
clkdlybuf4s50_1       0.76
o31ai_2               0.69
buf_4                 0.30
-- cell usage after synthesis (all sizes together) --
| cell | count | area, um2 |
|---|---|---|
| nor2 | 7 | 26.3 |
| o31ai | 2 | 20.0 |
| nand3b | 1 | 7.51 |
| a21o | 1 | 7.51 |
| o21ai | 1 | 5.00 |
| buf | 3 | 22.5 |
| xnor2 | 6 | 52.6 |
| nand4 | 6 | 52.6 |
| dfxtp | 16 | 320 |
| ha | 1 | 12.5 |
| edfxtp | 16 | 480 |
| a21oi | 12 | 60.1 |
| xor2 | 8 | 70.1 |
| inv | 11 | 41.3 |
| clkbuf | 4 | 15.0 |
| nor3 | 4 | 20.0 |
| nand3 | 5 | 30.0 |
| nor4 | 6 | 43.8 |
| mux2i | 4 | 40.0 |
| o21a | 9 | 67.6 |
| nand2 | 4 | 15.0 |
| or3 | 1 | 6.26 |
-- cell type report --
| class | count | area [um2] | area share (%) |
|---|---|---|---|
| Clock buffer | 7 | 76.3 | 4.01 |
| Clock inverter | 1 | 3.75 | 0.197 |
| Inverter | 11 | 41.3 | 2.17 |
| Multi-Input combinational cell | 78 | 542 | 28.4 |
| Sequential cell | 32 | 801 | 42.0 |
| Tap cell | 52 | 65.1 | 3.42 |
| Timing Repair Buffer | 38 | 375 | 19.7 |
-- logic make-up after synthesis --
kind of cell             after synthesis  share of synthesized area (%)
AND-OR/OR-AND                         25                           11.3
XOR/XNOR                              14                           8.66
adder cells (fa/ha/maj)                1                          0.883
buffers and inverters                 18                           5.56
flip-flops                            32                           56.5
multiplexers                           4                           2.83
AND/OR/NAND/NOR                       34                           14.2
-- through the flow --
step	total power [uW]	setup slack, ns	util, %	cell area (um2)	hold slack [ns]
after floorplan	387	1.43	-	1420	0.429
after global placement	436	1.50	41.0	1820	0.445
after detailed placement	437	1.43	41.0	1820	0.455
after CTS	644	1.71	42.8	1900	0.471
after global routing	670	1.62	42.8	1900	0.484
final	640	1.74	42.8	1900	0.472
Power figures rest on the tool's default switching activity, not on a simulated workload.
